===== ./config.mk =====
export PLATFORM = sky130hd
export DESIGN_NAME = AD5544
export DESIGN_NICKNAME = AD5544
export VERILOG_FILES = /design/flow/design.v
export SDC_FILE = /design/flow/constraint.sdc
export NUM_CORES = 4
export LEC_CHECK = 1
export CORE_UTILIZATION = 40
export SYNTH_HDL_FRONTEND = slang

===== ./constraint.sdc =====
current_design AD5544

set clk_period 3.6
set clk_io_pct 0.2

create_clock -name clk0 -period $clk_period [get_ports {clk}]

set non_clock_inputs [all_inputs -no_clocks]
set_input_delay [expr $clk_period * $clk_io_pct] -clock clk0 $non_clock_inputs
set_output_delay [expr $clk_period * $clk_io_pct] -clock clk0 [all_outputs]

===== ./design.v =====
module AD5544 (
  input      [3:0]    apb_PADDR,
  input      [0:0]    apb_PSEL,
  input               apb_PENABLE,
  output              apb_PREADY,
  input               apb_PWRITE,
  input      [15:0]   apb_PWDATA,
  output reg [15:0]   apb_PRDATA,
  output              apb_PSLVERROR,
  output              ad5544Interface_AD5544_CS,
  output              ad5544Interface_AD5544_LDAC,
  output              ad5544Interface_AD5544_MSB,
  output              ad5544Interface_AD5544_RS,
  output              ad5544Interface_AD5544_SCLK,
  output              ad5544Interface_AD5544_SDIN,
  input               clk,
  input               reset,
  input               ad5544_enable
);
  wire                area_ad5544_ctrl_AD5544_CS;
  wire                area_ad5544_ctrl_AD5544_LDAC;
  wire                area_ad5544_ctrl_AD5544_MSB;
  wire                area_ad5544_ctrl_AD5544_RS;
  wire                area_ad5544_ctrl_AD5544_SCLK;
  wire                area_ad5544_ctrl_AD5544_SDIN;
  wire                area_ctrl_askWrite;
  wire                area_ctrl_askRead;
  wire                area_ctrl_doWrite;
  wire                area_ctrl_doRead;
  reg        [15:0]   area_ad5544_ctrl_AD5544_DATA_IN1_driver;
  reg        [15:0]   area_ad5544_ctrl_AD5544_DATA_IN2_driver;
  reg        [15:0]   area_ad5544_ctrl_AD5544_DATA_IN3_driver;
  reg        [15:0]   area_ad5544_ctrl_AD5544_DATA_IN4_driver;
  dac_ad5544 area_ad5544_ctrl (
    .clk                (clk                                      ),  
    .reset              (reset                                    ),  
    .AD5544_CS          (area_ad5544_ctrl_AD5544_CS               ),  
    .AD5544_LDAC        (area_ad5544_ctrl_AD5544_LDAC             ),  
    .AD5544_MSB         (area_ad5544_ctrl_AD5544_MSB              ),  
    .AD5544_RS          (area_ad5544_ctrl_AD5544_RS               ),  
    .AD5544_SCLK        (area_ad5544_ctrl_AD5544_SCLK             ),  
    .AD5544_SDIN        (area_ad5544_ctrl_AD5544_SDIN             ),  
    .ad5544_trig        (ad5544_enable                            ),  
    .AD5544_DATA_IN1    (area_ad5544_ctrl_AD5544_DATA_IN1_driver  ),  
    .AD5544_DATA_IN2    (area_ad5544_ctrl_AD5544_DATA_IN2_driver  ),  
    .AD5544_DATA_IN3    (area_ad5544_ctrl_AD5544_DATA_IN3_driver  ),  
    .AD5544_DATA_IN4    (area_ad5544_ctrl_AD5544_DATA_IN4_driver  )   
  );
  assign ad5544Interface_AD5544_CS = area_ad5544_ctrl_AD5544_CS;
  assign ad5544Interface_AD5544_RS = area_ad5544_ctrl_AD5544_RS;
  assign ad5544Interface_AD5544_MSB = area_ad5544_ctrl_AD5544_MSB;
  assign ad5544Interface_AD5544_LDAC = area_ad5544_ctrl_AD5544_LDAC;
  assign ad5544Interface_AD5544_SCLK = area_ad5544_ctrl_AD5544_SCLK;
  assign ad5544Interface_AD5544_SDIN = area_ad5544_ctrl_AD5544_SDIN;
  assign apb_PREADY = 1'b1;
  always @(*) begin
    apb_PRDATA = 16'h0;
    case(apb_PADDR)
      4'b0000 : begin
        apb_PRDATA[15 : 0] = area_ad5544_ctrl_AD5544_DATA_IN1_driver;
      end
      4'b0001 : begin
        apb_PRDATA[15 : 0] = area_ad5544_ctrl_AD5544_DATA_IN2_driver;
      end
      4'b0010 : begin
        apb_PRDATA[15 : 0] = area_ad5544_ctrl_AD5544_DATA_IN3_driver;
      end
      4'b0011 : begin
        apb_PRDATA[15 : 0] = area_ad5544_ctrl_AD5544_DATA_IN4_driver;
      end
      default : begin
      end
    endcase
  end
  assign apb_PSLVERROR = 1'b0;
  assign area_ctrl_askWrite = ((apb_PSEL[0] && apb_PENABLE) && apb_PWRITE);
  assign area_ctrl_askRead = ((apb_PSEL[0] && apb_PENABLE) && (! apb_PWRITE));
  assign area_ctrl_doWrite = (((apb_PSEL[0] && apb_PENABLE) && apb_PREADY) && apb_PWRITE);
  assign area_ctrl_doRead = (((apb_PSEL[0] && apb_PENABLE) && apb_PREADY) && (! apb_PWRITE));
  always @(posedge clk) begin
    case(apb_PADDR)
      4'b0000 : begin
        if(area_ctrl_doWrite) begin
          area_ad5544_ctrl_AD5544_DATA_IN1_driver <= apb_PWDATA[15 : 0];
        end
      end
      4'b0001 : begin
        if(area_ctrl_doWrite) begin
          area_ad5544_ctrl_AD5544_DATA_IN2_driver <= apb_PWDATA[15 : 0];
        end
      end
      4'b0010 : begin
        if(area_ctrl_doWrite) begin
          area_ad5544_ctrl_AD5544_DATA_IN3_driver <= apb_PWDATA[15 : 0];
        end
      end
      4'b0011 : begin
        if(area_ctrl_doWrite) begin
          area_ad5544_ctrl_AD5544_DATA_IN4_driver <= apb_PWDATA[15 : 0];
        end
      end
      default : begin
      end
    endcase
  end
endmodule
`timescale 1ns / 1ps
module dac_ad5544(
					clk,  
					reset,
					ad5544_trig,
					AD5544_DATA_IN1,
					AD5544_DATA_IN2,
					AD5544_DATA_IN3,
					AD5544_DATA_IN4,
					AD5544_CS,
					AD5544_LDAC,
					AD5544_MSB,
					AD5544_RS,
					AD5544_SCLK,
					AD5544_SDIN
					);
input			clk;
input			reset;
input			ad5544_trig;
input	[15:0]	AD5544_DATA_IN1,
				AD5544_DATA_IN2,
				AD5544_DATA_IN3,
				AD5544_DATA_IN4;
output	reg		AD5544_CS,
				AD5544_LDAC,
				AD5544_RS,
				AD5544_SCLK,
				AD5544_SDIN;
output	wire	AD5544_MSB;
reg		[9:0]	cnt;
reg		[17:0]	AD5544_SDIN_reg;		
reg		[3:0]	channel;
reg		[6:0]	curr_state,
				next_state;	
localparam [6:0]	RESET	= 7'b0000001,
					IDLE	= 7'b0000010,
					WAIT	= 7'b0000100,
					CS_L	= 7'b0001000,
					SCLK	= 7'b0010000,
					CS_LDAC	= 7'b0100000,	
					Finish	= 7'b1000000;
wire	[17:0]	DATA_CH1;
wire	[17:0]	DATA_CH2;
wire	[17:0]	DATA_CH3;
wire	[17:0]	DATA_CH4;
assign	DATA_CH1 	= { 2'h0,AD5544_DATA_IN1 };
assign	DATA_CH2 	= { 2'h1,AD5544_DATA_IN2 };
assign	DATA_CH3 	= { 2'h2,AD5544_DATA_IN3 };
assign	DATA_CH4 	= { 2'h3,AD5544_DATA_IN4 };	
assign	AD5544_MSB	= 1'b1;
reg     clk_out;
reg[3:0] clk_dvidecnt;
always @ ( posedge clk or posedge reset )
begin
  if(reset)begin
	  clk_dvidecnt <= 0;
	  clk_out <= 0;
  end else begin
	  if(clk_dvidecnt == 4'd1)begin
		  clk_dvidecnt <= 0;
		  clk_out <= ~clk_out;
	  end else begin
		   clk_dvidecnt <= clk_dvidecnt + 1'b1;
	  end
  end
end
reg		ad5544_trig_reg1,
		ad5544_trig_reg2;
always @ ( posedge clk_out or posedge reset)
begin
  if(reset)begin
    ad5544_trig_reg1 <= 0;
    ad5544_trig_reg2 <= 0;
  end else begin
	ad5544_trig_reg1 <= ad5544_trig;
	ad5544_trig_reg2 <= ad5544_trig_reg1;
  end
end
wire	ad5544_trig_posedge;
assign	ad5544_trig_posedge = ad5544_trig_reg1 & ( !ad5544_trig_reg2 );
always @ ( posedge clk_out or posedge reset )
begin
	if( reset )
		curr_state	<= RESET;
	else
		curr_state	<= next_state;
end
always @ *
begin
	case( curr_state )
		RESET:
		begin
			next_state = IDLE;
		end
		IDLE:
		begin
			if( ad5544_trig_posedge )
				next_state = WAIT;    
			else
				next_state = IDLE ;
		end	
		WAIT:
		begin
			if(cnt == 5)
				next_state = CS_L;
			else
				next_state = WAIT;
		end
		CS_L:
		begin
			if(cnt == 3)
				next_state = SCLK;
			else
				next_state = CS_L;
		end
		SCLK:
		begin
			if(cnt == 73)
				next_state = CS_LDAC;
			else
				next_state = SCLK;
		end
		CS_LDAC:
		begin
			if(cnt == 5)
				next_state = Finish;
			else
				next_state = CS_LDAC;
		end
		Finish:
		begin
			if( cnt == 3 )
				if(channel==4)
					next_state = IDLE;
				else 
					next_state = WAIT;
			else
				next_state = Finish;
		end
		default:
		begin
			next_state = IDLE;
		end
	endcase
end
always @ ( posedge clk_out or posedge reset )
begin
	if( reset )
	begin
		cnt				<= 'h0;
		AD5544_CS		<= 'b1;
		AD5544_LDAC		<= 'b1;
		AD5544_RS		<= 'b0;
		AD5544_SCLK		<= 'b0;
		AD5544_SDIN		<= 'b0;		
		AD5544_SDIN_reg <= 'h0;
		channel			<= 'h1;
	end
	else
	begin	
		case( curr_state )
		RESET:
			begin
				cnt				<= 'h0;
				AD5544_CS		<= 'b1;
				AD5544_LDAC		<= 'b1;
				AD5544_RS		<= 'b0;
				AD5544_SCLK		<= 'b0;
				AD5544_SDIN		<= 'b0;		
				AD5544_SDIN_reg <= 'h0;
				channel			<= 'h1;
			end
			IDLE:
			begin
				cnt				<= 'h0;
				AD5544_CS		<= 'b1;
				AD5544_LDAC		<= 'b1;
				AD5544_RS		<= 'b1;
				AD5544_SCLK		<= 'b0;
				AD5544_SDIN		<= 'b0;		
				AD5544_SDIN_reg <= 'h0;
				channel			<= 'h1;
			end
			WAIT:
			begin
				if(cnt == 5)
					cnt			<= 'h0;
				else
					cnt			<= cnt + 1'b1;
				AD5544_RS		<= 'b1;
				AD5544_CS		<= 'b1;
				channel			<= channel;
			end
			CS_L:
			begin
				if(cnt == 3)
					cnt			<= 'h0;
				else
					cnt			<= cnt + 1'b1;
				AD5544_CS		<= 'b0;
				case( channel )
					4'h1:
						AD5544_SDIN_reg <= DATA_CH1;	
					4'h2:
						AD5544_SDIN_reg <= DATA_CH2;	
					4'h3:
						AD5544_SDIN_reg <= DATA_CH3;	
					4'h4:
						AD5544_SDIN_reg <= DATA_CH4;
				    default:
					    AD5544_SDIN_reg <= AD5544_SDIN_reg;	
				endcase	
			end
			SCLK:
			begin									
				if( cnt == 73 )
					cnt		<= 'h0;
				else
					cnt		<= cnt + 1'b1;
				if( cnt[1:0] == 2'b00 )
				begin
					AD5544_SCLK	<= 'b0;
				end
				if( cnt[1:0] == 2'b01 )
				begin
					AD5544_SCLK	<= 'b0;
					AD5544_SDIN	<= AD5544_SDIN_reg[17];
				end
				if( cnt[1:0] == 2'b10 )
				begin
					AD5544_SCLK		<= 'b1;
					AD5544_SDIN_reg	<= { AD5544_SDIN_reg[16:0] , 1'b0 };
				end
			end
			CS_LDAC:
			begin
				if( cnt == 5 )
					cnt		<= 'h0;
				else
					cnt		<= cnt + 1'b1;
				if( (cnt >=2 ) & (cnt <= 4) )	
					AD5544_LDAC	<= 'b0;
				AD5544_CS		<= 'b1;	
				AD5544_SCLK		<= 'b0;
				AD5544_SDIN_reg	<= 'h0;
			end
			Finish:
			begin
				if( cnt == 3 )
				begin
					cnt		<= 'h0;
					channel	<= channel + 1'b1;
				end
				else
					cnt		<= cnt + 1'b1;
				AD5544_CS		<= 'b1;
				AD5544_LDAC		<= 'b1;
				AD5544_RS		<= 'b1;
				AD5544_SCLK		<= 'b0;
				AD5544_SDIN		<= 'b0;		
				AD5544_SDIN_reg <= 'h0;
			end
			default:
			begin
				cnt				<= 'h0;
				AD5544_CS		<= 'b1;
				AD5544_LDAC		<= 'b1;
				AD5544_RS		<= 'b0;
				AD5544_SCLK		<= 'b0;
				AD5544_SDIN		<= 'b0;		
				AD5544_SDIN_reg <= 'h0;
				channel			<= 'h1;
			end
		endcase
	end
end
endmodule		

===== ./run.sh =====
#!/bin/bash
# OpenROAD 26Q1-2900-gdf79404cd8, Yosys 0.63+post, stock flow scripts
make -C /OpenROAD-flow-scripts/flow DESIGN_CONFIG=/design/flow/config.mk WORK_HOME=/design/flow/orfs finish

==> qor.yml <==
die:
  die_x_um: 119
  die_height_um: 119
  dieArea_um2: 14200
  core_area_um2: 13300
  num_io_pins: 50
  fp_util_pct: 41.3
  rows: 42
worst_setup_path:
  slowest_delay_ns: 0.53
  arrival_ns: 2.55
  worstPathMaxFanout: 17
  required_ns: 2.88
  cp_top_family: "buffers and inverters"
  critPathBufInv: 3
  critPathKind: "in2out"
  crit_path_start_kind: "input pin"
  end_kind: "output pin"
  cpMaxStageDelayCell: "clkdlybuf4s50_1"
  path_cells: "clkdlybuf4s50_1 -> nor4bb_2 -> buf_4 -> a22oi_1 -> nand2_1 -> clkdlybuf4s50_1"
  cp_common_cell: "clkdlybuf4s50_1"
global_route:
  grt.total_usage_pct: 19.2
  antenna_found_initial: 0
  grt_pass1_wl_mm: 20.7
  grt_pass1_vias: 4139
  grt_remaining_overflow: 0
  grt_max_degree: 52
route:
  num_antenna_cells: 0
  first_pass_iters: 4
  drtIter0Drc: 286
  wirelength_mm: 12.2
  antenna_left: 0
  via_per_inst: 5.53
  drc_errors: 0
  vias: 3874
  wl_per_cell_um: 17.4
power_and_ir_drop:
  clockPowerShare_pct: 50.0
  leakage_nw: 2.32
  power.density_nw_per_um2: 301
  swShare_pct: 17.7
  peakVddDrop_v: 0.000333
  power.total_w: 0.00195
  power_frac_seq_pct: 45.4
  pwr-share-comb_pct: 4.6
  power_switching_w: 0.000344
  p_int_w: 0.00160
final_timing:
  rsz0062_at_grt: "no"
  timing.fmax_mhz: 306
  skew_ns: 0.000183
  unclocked_regs: 46
  setup_tns_ns: 0
  tightest_slew_ns: 0.838
  period_used_pct: 90.7
  period_needed_ns: 3.27
  untimed_endpoints: 50
  setup_viol: 0
  hold_viol: 0
  drv_slew: 0
  hold_ws_ns: 0.463
  maxSlewHeadroom_pct: 44.0
synth:
  yosysTopAreaCell: "edfxtp_1"
  ys_seq_share_pct: 58.2
  synth-area-yosys_um2: 5510
  syn_inst: 481
  synth_cell_types: 64
  topCellsByArea: "edfxtp_1, dfrtp_1, a22oi_1"
  yosys_warnings: 0
  ys_async_sr_fraction_pct: 44.3
  avgSynthCellArea_um2: 11.4
  yosys_most_used_dff: "edfxtp_1"
  mappedNetlistArea_um2: 5510
  ys.flops: 115
  edf_count: 64
  yosys_cells: 481
  yosysTopAreaCellShare_pct: 34.9
cts:
  cts_made_buffers: 9
  cts_setup_buffers: 0
  cts_resized: 0
  root_buffer: "clkbuf_16"
  cts_tree: "done"
  clk_pin_slew_worst_paths_ns: 0.05
  htreeDepth: 3
  hold_buffers: 0
  clk_path_buf_depth: 2
  worstSkewPairLatency_ns: 0.33
placed_design:
  place_congestion: 0.817
  numPortBuffers: 46
  dpl.hpwl_mm: 8.03
  placed_cell_area_um2: 6130
min_path:
  hp-class: "reg2reg"
layout:
  largest_register_ffs: 19
  area_growth_pct: 17.4
  final_common_cell: "edfxtp_1"
  layout-drive-gt1-share_pct: 9.73
  design_area_um2: 6460
  fill_cells: 1213
  lay_top_cells: "edfxtp_1, nand2_1, dfrtp_1"
run_status:
  status: "finished clean"
job:
  log.warning_count: 31
  maxCapViolCount: 0
through the flow:
stage          instances  worst slack, ns  utilization [%]
3_5_place_dp         684            0.329             46.0
2_1_floorplan        483            0.875                -
6_report             700            0.333             48.4
4_1_cts              700            0.315             48.4
3_3_place_gp         684            0.366             46.0
5_1_grt              700            0.216             48.4
Yosys cell counts (9+ instances only):
cell type,number
o211ai_1,10
edfxtp_1,64
clkbuf_1,22
nor3_1,9
a31oi_1,17
o2bb2ai_1,10
nor2_1,24
nand3_1,15
a22oi_1,42
inv_1,24
o31ai_1,10
a21oi_1,24
dfrtp_1,47
nand2_1,48
layout make-up:
type,instances,area (µm²),area share (%)
inverters,24,90.1,1.39
flip-flops and latches,115,3200,49.5
well taps,176,220,3.41
repair buffers,62,581,8.98
clock inverters,5,98.8,1.53
multi-input cells,307,2040,31.5
clock buffers,11,233,3.60
power groups by stage:
stage	clock, W	combinational [W]	sequential, W
4_1_cts	0.000981	0.0000916	0.000884
5_1_grt	0.00102	0.0000994	0.000884
6_report	0.000973	0.0000896	0.000885
worst register-to-register path: cells and delay by family (launching register included):
family,cells,cell delay [ns]
simple gates,2,0.34
flops,1,0.40
xor+xnor,1,0.16
layer usage:
metal / global-route usage, % / part of all wire (%)
met5: 0 / 0
met4: 3.28 / 1.5
met1: 29.8 / 44
met3: 4.60 / 6.4
met2: 29.7 / 48
worst paths after layout:
check / start / end / slack (ns) / cells past startpoint
setup reg to reg: area_ad5544_ctrl.clk_dvidecnt[1] / area_ad5544_ctrl.clk_out / 2.62 / 3
hold reg to reg: area_ad5544_ctrl.clk_out / area_ad5544_ctrl.clk_out / 0.46 / 1
max in group asynchronous: reset / area_ad5544_ctrl.clk_dvidecnt[1] / 2.30 / 3
min in group asynchronous: reset / area_ad5544_ctrl.clk_dvidecnt[2] / 0.88 / 3
setup / recovery: apb_PADDR[1] / apb_PRDATA[1] / 0.33 / 6
hold / removal: area_ad5544_ctrl.clk_out / area_ad5544_ctrl.clk_out / 0.46 / 1
cell families after synthesis:
family,after synthesis,share of synthesized area (%)
AOI/OAI and AO/OA,148,19.8
muxes,2,0.386
xor gates and xnor gates,11,1.75
adders and majority gates,8,1.82
and+or+nand+nor,134,12.9
buffers and inverters,61,5.04
other,2,0.136
DFF,115,58.2
Power is estimated from default activity; no workload was simulated.
