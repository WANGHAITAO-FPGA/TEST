==> design.v <==
`timescale 1ns / 1ps
module BISS_Position(
					clk,
					reset,
					enc_data,
					sample_en,
					enc_clk,
					enc_position_all,					
					enc_position_out,
					erro_flag,
					warn_flag,
					crc_flag
					);
(*keep = "true"*) input	clk;		
(*keep = "true"*) input	reset;
(*keep = "true"*) input	enc_data;
(*keep = "true"*) input	sample_en;
(*keep = "true"*) output	erro_flag;
(*keep = "true"*) output	warn_flag;
(*keep = "true"*) output	crc_flag;
(*keep = "true"*) output	enc_clk;
(*keep = "true"*) output	enc_position_out;	
(*keep = "true"*) output	enc_position_all;
reg			erro_flag,
			warn_flag;
reg	[5:0]	crc_flag;
reg [40:0]	enc_position_all;
reg [31:0]	enc_position_out;
reg			enc_clk;
reg [11:0]	CNT,
			DATA_CNT;
reg	[1:0]	start_flag;
reg	[7:0]	Next_State,
			Curr_State;
localparam  RESET	  =	8'b00000001;
localparam  MA_H	  =	8'b00000010;
localparam  WAIT	  = 8'b00000100;
localparam  MA_START  =	8'b00001000;
localparam  MA_SCLK_H = 8'b00010000;
localparam  Finish	  =	8'b00100000;
reg     clk_out;
reg[3:0] clk_dvidecnt;
always @ ( posedge clk or posedge reset )
begin
  if(reset)begin
	  clk_dvidecnt <= 0;
	  clk_out <= 0;
  end else begin
	  if(clk_dvidecnt == 4'd1)begin
		  clk_dvidecnt <= 0;
		  clk_out <= ~clk_out;
	  end else begin
		   clk_dvidecnt <= clk_dvidecnt + 1'b1;
	  end
  end
end
reg			ENC_SLO_1reg,
			ENC_SLO_2reg;
always @ ( posedge clk_out )
begin 
	ENC_SLO_1reg <= enc_data;
	ENC_SLO_2reg <= ENC_SLO_1reg;
end
wire	ENC_SLO_negedge;
assign	ENC_SLO_negedge = (~ENC_SLO_1reg) & ENC_SLO_2reg;
always @ ( posedge clk_out or posedge reset )
begin 
	if( reset )
		Curr_State <= RESET;
	else
		Curr_State <= Next_State;
end		
always @ (*)
begin 
	case( Curr_State )        
		RESET: 
		begin
			if( sample_en )
				Next_State = MA_H;
			else
				Next_State = RESET;
		end	
		MA_H:
		begin
			if(enc_data & sample_en)
				Next_State = WAIT;
			else
				Next_State = MA_H;
		end
		WAIT:
		begin
			if(CNT >= 100)	
				Next_State = MA_START;
			else
				Next_State = WAIT;
		end
		MA_START:
		begin
			if( DATA_CNT >= 41)
				Next_State = MA_SCLK_H ;
			else
				Next_State = MA_START ;
		end
		MA_SCLK_H:
		begin
			Next_State = Finish;
		end
		Finish:
		begin
			if( (enc_data ==1) & (CNT >= 2000))
			begin
				Next_State = MA_H;
			end
			else 
				Next_State = Finish;
		end
		default:
		begin
			Next_State = RESET ;
		end 
	endcase
end
always @(posedge clk_out or posedge reset)
begin
	if(reset)
	begin
		CNT		<= 12'h0;
		DATA_CNT<= 'h0;
		start_flag <= 'h0;
		enc_clk	<= 1'b1;
		enc_position_all <= 41'h0;
		enc_position_out <= 32'h0;
		erro_flag	<= 'b0;
		warn_flag	<= 'b0;
		crc_flag	<= 'h0;
	end
	else
	begin
		case(Curr_State)
		RESET: 
		begin
			CNT		<= 12'h0;
			DATA_CNT<= 'h0;
			start_flag <= 'h0;
			enc_clk	<= 1'b1;
			enc_position_all <= 41'h0;
			enc_position_out <= 32'h0;
			erro_flag	<= 'b0;
			warn_flag	<= 'b0;
			crc_flag	<= 'h0;
		end	
		MA_H:
		begin
			CNT		<= 12'h0;
			DATA_CNT<= 'h0;
			start_flag <= 'h0;
			enc_clk	<= 1'b1;
		end
		WAIT:
		begin	
			if(CNT >=100 )
			CNT <= 'b0;
			else
			CNT <= CNT + 1'b1;
		end
		MA_START:
		begin
			if(DATA_CNT >= 41)
				begin
					CNT <= 'b0;
					DATA_CNT <= 'h0;
					enc_clk <= 'b1;
				end
			else
				CNT <= CNT + 1'b1;
			if( CNT[5:0] == 6'b000000  )
				enc_clk <= 'b0;	
			if( CNT[5:0] == 6'b100000  )
			begin 
				enc_clk <= 'b1;	
				if(start_flag ==2 )
				begin
					DATA_CNT<= DATA_CNT +1'b1;
				end
			end
			if(ENC_SLO_negedge & (start_flag < 2 ))
				start_flag <= start_flag + 1'b1;
			if( CNT[5:0] == 6'b000010 & (start_flag ==2 ))	
				enc_position_all <= {enc_position_all[39:0] , enc_data };
		end
		MA_SCLK_H:
		begin
			CNT <= 'b0;
			DATA_CNT <= 'h0;
			start_flag <= 'h0;
			enc_clk <= 'b1;	
			enc_position_out <= {enc_position_all[39:8]};
			erro_flag	<= enc_position_all[7];
			warn_flag	<= enc_position_all[6];
			crc_flag	<= enc_position_all[5:0];
		end
		Finish:
		begin
			if(enc_data == 1)
			begin
				if(CNT >= 2000)
					CNT <= 'b0;
				else
					CNT <= CNT + 1'b1;
			end
			else
			begin
				enc_clk <= 'b1;	
				CNT <= 'b0;
				erro_flag	<= 'b0;
				warn_flag	<= 'b0;
				crc_flag	<= 'h0;
			end
		end
		default:			
			begin                     
				CNT 			<= 'b0;	
				DATA_CNT <= 'h0;
				start_flag <= 'h0;
				enc_clk	<= 1'b1;
				enc_position_all <= 41'h0;
				enc_position_out <= 32'h0;
				erro_flag	<= 'b0;
				warn_flag	<= 'b0;
				crc_flag	<= 'h0;
			end 
	  endcase
	end
end
endmodule 
module Biss_C (
  input      [3:0]    apb_PADDR,
  input      [0:0]    apb_PSEL,
  input               apb_PENABLE,
  output              apb_PREADY,
  input               apb_PWRITE,
  input      [15:0]   apb_PWDATA,
  output reg [15:0]   apb_PRDATA,
  output              apb_PSLVERROR,
  output              bisscInterface_enc_clk,
  input               bisscInterface_enc_data,
  input               clk,
  input               reset
);
  wire                area_bissc_ctrl_enc_clk;
  wire       [40:0]   area_bissc_ctrl_enc_position_all;
  wire       [31:0]   area_bissc_ctrl_enc_position_out;
  wire                area_bissc_ctrl_erro_flag;
  wire                area_bissc_ctrl_warn_flag;
  wire                area_bissc_ctrl_crc_flag;
  wire       [2:0]    _zz_area_bissc_status_reg;
  wire       [31:0]   _zz_apb_PRDATA;
  wire       [31:0]   _zz_apb_PRDATA_1;
  wire                area_ctrl_askWrite;
  wire                area_ctrl_askRead;
  wire                area_ctrl_doWrite;
  wire                area_ctrl_doRead;
  reg        [31:0]   area_bissc_pos_reg;
  reg        [15:0]   area_bissc_status_reg;
  assign _zz_area_bissc_status_reg = {{area_bissc_ctrl_erro_flag,area_bissc_ctrl_warn_flag},area_bissc_ctrl_crc_flag};
  assign _zz_apb_PRDATA = area_bissc_pos_reg;
  assign _zz_apb_PRDATA_1 = area_bissc_pos_reg;
  BISS_Position area_bissc_ctrl (
    .clk                 (clk                               ),  
    .reset               (reset                             ),  
    .enc_data            (bisscInterface_enc_data           ),  
    .sample_en           (1'b1                              ),  
    .enc_clk             (area_bissc_ctrl_enc_clk           ),  
    .enc_position_all    (area_bissc_ctrl_enc_position_all  ),  
    .enc_position_out    (area_bissc_ctrl_enc_position_out  ),  
    .erro_flag           (area_bissc_ctrl_erro_flag         ),  
    .warn_flag           (area_bissc_ctrl_warn_flag         ),  
    .crc_flag            (area_bissc_ctrl_crc_flag          )   
  );
  assign bisscInterface_enc_clk = area_bissc_ctrl_enc_clk;
  assign apb_PREADY = 1'b1;
  always @(*) begin
    apb_PRDATA = 16'h0;
    case(apb_PADDR)
      4'b0000 : begin
        apb_PRDATA[15 : 0] = _zz_apb_PRDATA[31 : 16];
      end
      4'b0010 : begin
        apb_PRDATA[15 : 0] = _zz_apb_PRDATA_1[15 : 0];
      end
      4'b0100 : begin
        apb_PRDATA[15 : 0] = area_bissc_status_reg;
      end
      default : begin
      end
    endcase
  end
  assign apb_PSLVERROR = 1'b0;
  assign area_ctrl_askWrite = ((apb_PSEL[0] && apb_PENABLE) && apb_PWRITE);
  assign area_ctrl_askRead = ((apb_PSEL[0] && apb_PENABLE) && (! apb_PWRITE));
  assign area_ctrl_doWrite = (((apb_PSEL[0] && apb_PENABLE) && apb_PREADY) && apb_PWRITE);
  assign area_ctrl_doRead = (((apb_PSEL[0] && apb_PENABLE) && apb_PREADY) && (! apb_PWRITE));
  always @(posedge clk or posedge reset) begin
    if(reset) begin
      area_bissc_pos_reg <= 32'h0;
      area_bissc_status_reg <= 16'h0;
    end else begin
      area_bissc_pos_reg <= area_bissc_ctrl_enc_position_out;
      area_bissc_status_reg <= {13'd0, _zz_area_bissc_status_reg};
    end
  end
endmodule
==> run.sh <==
#!/bin/bash
# OpenROAD 26Q1-2900-gdf79404cd8, Yosys 0.63+post, stock flow scripts
make -C /OpenROAD-flow-scripts/flow DESIGN_CONFIG=/design/flow/config.mk WORK_HOME=/design/flow/orfs finish
==> config.mk <==
export PLATFORM = sky130hd
export DESIGN_NAME = Biss_C
export DESIGN_NICKNAME = Biss_C
export VERILOG_FILES = /design/flow/design.v
export SDC_FILE = /design/flow/constraint.sdc
export NUM_CORES = 4
export LEC_CHECK = 1
export CORE_UTILIZATION = 30
export SYNTH_HDL_FRONTEND = slang
==> constraint.sdc <==
current_design Biss_C

set clk_period 5.5
set clk_io_pct 0.2

create_clock -name clk0 -period $clk_period [get_ports {clk}]

set non_clock_inputs [all_inputs -no_clocks]
set_input_delay [expr $clk_period * $clk_io_pct] -clock clk0 $non_clock_inputs
set_output_delay [expr $clk_period * $clk_io_pct] -clock clk0 [all_outputs]
==> flow_results.xml <==
<?xml version="1.0" encoding="UTF-8"?>
<metrics>
  <group name="status">
    <metric name="status" unit="">complete, no violations</metric>
  </group>
  <group name="timing">
    <metric name="timing.final.setup_violations" unit="">0</metric>
    <metric name="hold_viol_final" unit="">0</metric>
    <metric name="unclocked_pins" unit="">110</metric>
    <metric name="grt_setup_unrepaired" unit="">false</metric>
    <metric name="finalWorstPathRequiredPeriod" unit="ps">3958</metric>
    <metric name="maxClockFrequency" unit="GHz">0.2526</metric>
    <metric name="finalCritPeriodShare" unit="%">71.97</metric>
    <metric name="layout_setup_ws" unit="ps">1542</metric>
    <metric name="endpoints_left_unconstrained" unit="">145</metric>
    <metric name="tightest_slew" unit="ps">770.9</metric>
    <metric name="finalSetupTns" unit="ps">0</metric>
    <metric name="timing.max_slew.rel_slack" unit="%">48.60</metric>
    <metric name="finClkSkew" unit="ps">0.1262</metric>
    <metric name="slew_violations" unit="">0</metric>
  </group>
  <group name="power">
    <metric name="internal_power" unit="W">0.0004808</metric>
    <metric name="swShare" unit="%">21.27</metric>
    <metric name="leak_pwr" unit="nW">3.160</metric>
    <metric name="power.sequential.fraction" unit="%">48.1</metric>
    <metric name="power_density" unit="nW/um2">89.59</metric>
    <metric name="power_share_of_the_clock_group" unit="%">46.4</metric>
    <metric name="share_comb_of_total_power" unit="%">5.5</metric>
    <metric name="switching_power" unit="W">0.0001299</metric>
    <metric name="peakVddDrop" unit="mV">0.09177</metric>
  </group>
  <group name="layout">
    <metric name="drive_gt1_share" unit="%">5.170</metric>
    <metric name="num-fill-cells" unit="">2024</metric>
    <metric name="max_flop_register" unit="">area_bissc_ctrl.enc_position_all</metric>
    <metric name="most_common_cell_after_layout_fill_and_taps_aside" unit="">dfrtp_1</metric>
    <metric name="finish.utilization" unit="%">33.69</metric>
    <metric name="max_reg_flops" unit="">40</metric>
    <metric name="fin_area" unit="um2">6817</metric>
    <metric name="final_cell_mix" unit="">dfrtp_1, nand2_1, nand3_1</metric>
    <metric name="count_of_placed_standard_cells_in_the_final_layout_fillers_left_out" unit="">889</metric>
    <metric name="synthToLayoutAreaGrowth" unit="%">10.06</metric>
  </group>
  <group name="setup_path">
    <metric name="path_max_fanout" unit="">13</metric>
    <metric name="cp_data_arrival_time" unit="ps">2860</metric>
    <metric name="worst_setup_path_end_kind" unit="">primary output</metric>
    <metric name="worst_setup_path_start_kind" unit="">primary input</metric>
    <metric name="cp_required" unit="ps">4400</metric>
    <metric name="critical_path_class" unit="">primary input to primary output</metric>
  </group>
  <group name="placed_design">
    <metric name="placed_cells" unit="">881</metric>
    <metric name="place_worst_setup_slack" unit="ps">1539</metric>
    <metric name="postPlaceCellArea" unit="um2">6666</metric>
    <metric name="gp_congestion" unit="">0.7425</metric>
    <metric name="place.port_buffers" unit="">23</metric>
    <metric name="post-dp-hpwl" unit="um">7060</metric>
  </group>
  <group name="grt">
    <metric name="antenna_violations_before_repair" unit="">0</metric>
    <metric name="grt_usage" unit="%">11.18</metric>
    <metric name="grt_max_degree" unit="">92</metric>
    <metric name="first_global_vias" unit="">4022</metric>
    <metric name="grt_pass1_wl" unit="um">19640</metric>
    <metric name="grt_remaining_overflow" unit="">0</metric>
  </group>
  <group name="floorplanning">
    <metric name="row_count" unit="">52</metric>
    <metric name="fp_util" unit="%">30.61</metric>
    <metric name="core-area" unit="um2">20230</metric>
    <metric name="floorplan.io_pins" unit="">45</metric>
    <metric name="die_w" unit="um">145.7</metric>
    <metric name="die.size.y" unit="um">145.7</metric>
    <metric name="dieArea" unit="um2">21220</metric>
  </group>
  <group name="detailed_routing">
    <metric name="routed_vias_inst" unit="">4.577</metric>
    <metric name="drtAntennaViolNets" unit="">0</metric>
    <metric name="number_of_drc_violations_after_detailed_routing_iteration_0" unit="">219</metric>
    <metric name="dr_total_vias" unit="">4069</metric>
    <metric name="diodes" unit="">0</metric>
    <metric name="drc_errors" unit="">0</metric>
    <metric name="detail_route.wirelength" unit="um">10970</metric>
    <metric name="routedWlPerCell" unit="um">12.33</metric>
    <metric name="drtPass1Iterations" unit="">4</metric>
  </group>
  <group name="hold_path">
    <metric name="hold_class" unit="">flop to flop</metric>
  </group>
  <group name="clocking">
    <metric name="cts.reportedPaths.clkPinSlew" unit="ps">50</metric>
    <metric name="cts.repair_timing.setup_buffer_count" unit="">0</metric>
    <metric name="cts-root-to-sink-buffers" unit="">2</metric>
    <metric name="clkLatencyLatePin" unit="ps">280</metric>
    <metric name="cts.hold.buffers_added" unit="">0</metric>
    <metric name="clock-root-buffer" unit="">clkbuf_16</metric>
    <metric name="htreeDepth" unit="">2</metric>
    <metric name="tritoncts_clock_tree" unit="">done</metric>
    <metric name="cts-resized-gates" unit="">0</metric>
    <metric name="cts_buffers" unit="">5</metric>
  </group>
  <group name="run">
    <metric name="warning_count" unit="">48</metric>
    <metric name="max_cap_viol_count" unit="">0</metric>
  </group>
  <group name="yosys">
    <metric name="yosys_warnings" unit="">0</metric>
    <metric name="synth_area" unit="um2">6193</metric>
    <metric name="mean_post_synth_cell_area" unit="um2">10.12</metric>
    <metric name="synthesis.instances" unit="">612</metric>
  </group>
</metrics>
## power groups by stage
stage	clock network (W)	logic [W]	registers (W)
4_1_cts	0.000293	0.0000356	0.000294
5_1_grt	0.000305	0.0000397	0.000294
6_report	0.000283	0.0000333	0.000294
## worst paths after layout
| kind | endpoint | start | slack, ps | depth (start not counted) |
|---|---|---|---|---|
| setup / recovery | apb_PRDATA[5] | apb_PADDR[1] | 1540 | 5 |
| hold / removal | area_bissc_ctrl.clk_dvidecnt[0] | area_bissc_ctrl.clk_dvidecnt[0] | 490 | 1 |
| setup reg to reg | area_bissc_ctrl.clk_out | area_bissc_ctrl.clk_dvidecnt[1] | 4520 | 3 |
| hold reg to reg | area_bissc_ctrl.clk_dvidecnt[0] | area_bissc_ctrl.clk_dvidecnt[0] | 490 | 1 |
| max in group asynchronous | _zz_apb_PRDATA[19] | reset | 3270 | 3 |
| min in group asynchronous | _zz_apb_PRDATA[18] | reset | 1340 | 2 |
## final cells by class
class | instances | area (um2) | share of cell area (%)
Sequential cell | 150 | 3747 | 54.97
Multi-Input combinational cell | 377 | 2079 | 30.51
Tap cell | 270 | 337.8 | 4.956
Timing Repair Buffer | 33 | 305.3 | 4.479
Inverter | 51 | 196.4 | 2.882
Clock buffer | 7 | 142.6 | 2.093
Clock inverter | 1 | 7.507 | 0.1101
## worst max-delay path, stage by stage
cell	delay [ps]
clkdlybuf4s50_1	640
nor4b_2	270
buf_4	220
a22o_1	170
clkdlybuf4s50_1	460
## per-stage QoR
| step | hold WS [ps] | power (W) |
|---|---|---|
| after floorplan | 453.6 | 0.0003197 |
| after global placement | 484.1 | 0.0003345 |
| after detailed placement | 490.0 | 0.0003346 |
| after CTS | 500.0 | 0.0006226 |
| after global routing | 511.1 | 0.0006385 |
| final | 494.2 | 0.0006107 |
## per-layer routing
metal / GRT usage, % / vias to the layer above / routed length [um]
met2: 17.66 / 61 / 4885
met5: 0 / - / 0
met4: 0.8947 / 0 / 111
met1: 18.48 / 1929 / 5769
li1: - / 2072 / -
met3: 0.5440 / 7 / 198
Power and IR drop assume default switching activity.
