`design/flow/run.sh`:
```
#!/bin/bash
# OpenROAD 26Q1-2900-gdf79404cd8, Yosys 0.63+post, stock flow scripts
make -C /OpenROAD-flow-scripts/flow DESIGN_CONFIG=/design/flow/config.mk WORK_HOME=/design/flow/orfs finish
```
`design/flow/config.mk`:
```
export PLATFORM = sky130hd
export DESIGN_NAME = AD7606
export DESIGN_NICKNAME = AD7606
export VERILOG_FILES = /design/flow/design.v
export SDC_FILE = /design/flow/constraint.sdc
export NUM_CORES = 4
export LEC_CHECK = 1
export CORE_UTILIZATION = 50
export SYNTH_HDL_FRONTEND = slang
```
`design/flow/constraint.sdc`:
```
current_design AD7606

set clk_period 3.5
set clk_io_pct 0.2

create_clock -name clk0 -period $clk_period [get_ports {clk}]

set non_clock_inputs [all_inputs -no_clocks]
set_input_delay [expr $clk_period * $clk_io_pct] -clock clk0 $non_clock_inputs
set_output_delay [expr $clk_period * $clk_io_pct] -clock clk0 [all_outputs]
```
`design/flow/design.v`:
```
module AD7606 (
  input      [3:0]    apb_PADDR,
  input      [0:0]    apb_PSEL,
  input               apb_PENABLE,
  output              apb_PREADY,
  input               apb_PWRITE,
  input      [15:0]   apb_PWDATA,
  output reg [15:0]   apb_PRDATA,
  output              apb_PSLVERROR,
  input      [15:0]   ad7606Interface_ad_data,
  input               ad7606Interface_ad_busy,
  input               ad7606Interface_first_data,
  output     [1:0]    ad7606Interface_ad_os,
  output              ad7606Interface_ad_cs,
  output              ad7606Interface_ad_rd,
  output              ad7606Interface_ad_reset,
  output              ad7606Interface_ad_convsta,
  output              ad7606Interface_ad_convstb,
  output              ad7606Interface_ad_range,
  input               clk,
  input               reset
);
  wire       [1:0]    area_ad7606_ctrl_ad_os;
  wire                area_ad7606_ctrl_ad_cs;
  wire                area_ad7606_ctrl_ad_rd;
  wire                area_ad7606_ctrl_ad_reset;
  wire                area_ad7606_ctrl_ad_convsta;
  wire                area_ad7606_ctrl_ad_convstb;
  wire                area_ad7606_ctrl_ad_range;
  wire       [15:0]   area_ad7606_ctrl_ad_ch1_o;
  wire       [15:0]   area_ad7606_ctrl_ad_ch2_o;
  wire       [15:0]   area_ad7606_ctrl_ad_ch3_o;
  wire       [15:0]   area_ad7606_ctrl_ad_ch4_o;
  wire       [15:0]   area_ad7606_ctrl_ad_ch5_o;
  wire       [15:0]   area_ad7606_ctrl_ad_ch6_o;
  wire       [15:0]   area_ad7606_ctrl_ad_ch7_o;
  wire       [15:0]   area_ad7606_ctrl_ad_ch8_o;
  wire                area_ad7606_ctrl_ad_data_valid_o;
  reg        [15:0]   area_data_temp_1;
  reg        [15:0]   area_data_temp_2;
  reg        [15:0]   area_data_temp_3;
  reg        [15:0]   area_data_temp_4;
  reg        [15:0]   area_data_temp_5;
  reg        [15:0]   area_data_temp_6;
  reg        [15:0]   area_data_temp_7;
  reg        [15:0]   area_data_temp_8;
  wire                area_ctrl_askWrite;
  wire                area_ctrl_askRead;
  wire                area_ctrl_doWrite;
  wire                area_ctrl_doRead;
  AD7606_DATA area_ad7606_ctrl (
    .clk                (clk                               ),  
    .reset              (reset                             ),  
    .sample_en          (1'b1                              ),  
    .ad_data            (ad7606Interface_ad_data           ),  
    .ad_busy            (ad7606Interface_ad_busy           ),  
    .first_data         (ad7606Interface_first_data        ),  
    .ad_os              (area_ad7606_ctrl_ad_os            ),  
    .ad_cs              (area_ad7606_ctrl_ad_cs            ),  
    .ad_rd              (area_ad7606_ctrl_ad_rd            ),  
    .ad_reset           (area_ad7606_ctrl_ad_reset         ),  
    .ad_convsta         (area_ad7606_ctrl_ad_convsta       ),  
    .ad_convstb         (area_ad7606_ctrl_ad_convstb       ),  
    .ad_range           (area_ad7606_ctrl_ad_range         ),  
    .ad_ch1_o           (area_ad7606_ctrl_ad_ch1_o         ),  
    .ad_ch2_o           (area_ad7606_ctrl_ad_ch2_o         ),  
    .ad_ch3_o           (area_ad7606_ctrl_ad_ch3_o         ),  
    .ad_ch4_o           (area_ad7606_ctrl_ad_ch4_o         ),  
    .ad_ch5_o           (area_ad7606_ctrl_ad_ch5_o         ),  
    .ad_ch6_o           (area_ad7606_ctrl_ad_ch6_o         ),  
    .ad_ch7_o           (area_ad7606_ctrl_ad_ch7_o         ),  
    .ad_ch8_o           (area_ad7606_ctrl_ad_ch8_o         ),  
    .ad_data_valid_o    (area_ad7606_ctrl_ad_data_valid_o  )   
  );
  assign ad7606Interface_ad_os = area_ad7606_ctrl_ad_os;
  assign ad7606Interface_ad_cs = area_ad7606_ctrl_ad_cs;
  assign ad7606Interface_ad_rd = area_ad7606_ctrl_ad_rd;
  assign ad7606Interface_ad_convsta = area_ad7606_ctrl_ad_convsta;
  assign ad7606Interface_ad_convstb = area_ad7606_ctrl_ad_convstb;
  assign ad7606Interface_ad_reset = area_ad7606_ctrl_ad_reset;
  assign ad7606Interface_ad_range = area_ad7606_ctrl_ad_range;
  assign apb_PREADY = 1'b1;
  always @(*) begin
    apb_PRDATA = 16'h0;
    case(apb_PADDR)
      4'b0000 : begin
        apb_PRDATA[15 : 0] = area_data_temp_1;
      end
      4'b0010 : begin
        apb_PRDATA[15 : 0] = area_data_temp_2;
      end
      4'b0100 : begin
        apb_PRDATA[15 : 0] = area_data_temp_3;
      end
      4'b0110 : begin
        apb_PRDATA[15 : 0] = area_data_temp_4;
      end
      4'b1000 : begin
        apb_PRDATA[15 : 0] = area_data_temp_5;
      end
      4'b1010 : begin
        apb_PRDATA[15 : 0] = area_data_temp_6;
      end
      4'b1100 : begin
        apb_PRDATA[15 : 0] = area_data_temp_7;
      end
      4'b1110 : begin
        apb_PRDATA[15 : 0] = area_data_temp_8;
      end
      default : begin
      end
    endcase
  end
  assign apb_PSLVERROR = 1'b0;
  assign area_ctrl_askWrite = ((apb_PSEL[0] && apb_PENABLE) && apb_PWRITE);
  assign area_ctrl_askRead = ((apb_PSEL[0] && apb_PENABLE) && (! apb_PWRITE));
  assign area_ctrl_doWrite = (((apb_PSEL[0] && apb_PENABLE) && apb_PREADY) && apb_PWRITE);
  assign area_ctrl_doRead = (((apb_PSEL[0] && apb_PENABLE) && apb_PREADY) && (! apb_PWRITE));
  always @(posedge clk or posedge reset) begin
    if(reset) begin
      area_data_temp_1 <= 16'h0;
      area_data_temp_2 <= 16'h0;
      area_data_temp_3 <= 16'h0;
      area_data_temp_4 <= 16'h0;
      area_data_temp_5 <= 16'h0;
      area_data_temp_6 <= 16'h0;
      area_data_temp_7 <= 16'h0;
      area_data_temp_8 <= 16'h0;
    end else begin
      if(area_ad7606_ctrl_ad_data_valid_o) begin
        area_data_temp_1 <= area_ad7606_ctrl_ad_ch1_o;
        area_data_temp_2 <= area_ad7606_ctrl_ad_ch2_o;
        area_data_temp_3 <= area_ad7606_ctrl_ad_ch3_o;
        area_data_temp_4 <= area_ad7606_ctrl_ad_ch4_o;
        area_data_temp_5 <= area_ad7606_ctrl_ad_ch5_o;
        area_data_temp_6 <= area_ad7606_ctrl_ad_ch6_o;
        area_data_temp_7 <= area_ad7606_ctrl_ad_ch7_o;
        area_data_temp_8 <= area_ad7606_ctrl_ad_ch8_o;
      end
    end
  end
endmodule
`timescale 1ns / 1ps
`timescale 1ns / 1ns
module AD7606_DATA(
    (*keep = "true"*) input      wire        		clk,                   
	(*keep = "true"*) input      wire             reset,
    (*keep = "true"*) input      wire             sample_en,
	(*keep = "true"*) input      wire[15:0] 		ad_data,             
	(*keep = "true"*) input      wire        		ad_busy,             
    (*keep = "true"*) input      wire        		first_data,          
	(*keep = "true"*) output     wire[2:0] 		ad_os,               
	(*keep = "true"*) output     reg     		    ad_cs,               
	(*keep = "true"*) output     reg    	    	ad_rd,               
	(*keep = "true"*) output     reg 		        ad_reset,            
	(*keep = "true"*) output     reg     		    ad_convsta,          
	(*keep = "true"*) output     reg     		    ad_convstb,          
	(*keep = "true"*) output     wire             ad_range,
	(*keep = "true"*) output     reg[15:0]        ad_ch1_o,
	(*keep = "true"*) output     reg[15:0]        ad_ch2_o,
	(*keep = "true"*) output     reg[15:0]        ad_ch3_o,
	(*keep = "true"*) output     reg[15:0]        ad_ch4_o,
	(*keep = "true"*) output     reg[15:0]        ad_ch5_o,
	(*keep = "true"*) output     reg[15:0]        ad_ch6_o,
	(*keep = "true"*) output     reg[15:0]        ad_ch7_o,
	(*keep = "true"*) output     reg[15:0]        ad_ch8_o,
	(*keep = "true"*) output     reg              ad_data_valid_o
);
reg [9:0] cnt;
reg [7:0] i;
reg [15:0] cnt5us;
reg [7:0] ad_state;
assign ad_os=3'b000;   
assign ad_range = 1'b1;  
reg     clk_out;
reg[3:0] clk_dvidecnt;
always @ ( posedge clk or posedge reset )
begin
  if(reset)begin
	  clk_dvidecnt <= 0;
	  clk_out <= 0;
  end else begin
	  if(clk_dvidecnt == 4'd1)begin
		  clk_dvidecnt <= 0;
		  clk_out <= ~clk_out;
	  end else begin
		   clk_dvidecnt <= clk_dvidecnt + 1'b1;
	  end
  end
end
always@(posedge clk_out)
begin        
  if(reset)   
      ad_reset<=1'b0;            
  if(cnt<10'h3ff)
  begin
      cnt<=cnt+1'b1;
      ad_reset<=1'b1;
  end
  else
      ad_reset<=1'b0;   
end            
always@ (posedge clk_out)    
begin
  if(reset)
      cnt5us <= 16'd0;
  if((cnt5us < 16'd249)&&(cnt==10'h3ff))
      cnt5us <= cnt5us + 1'b1;
  else
      cnt5us <= 16'd0;
end
always @(posedge clk_out) 
begin
  if(reset)
  begin
      ad_cs<=1'b1;
      ad_rd<=1'b1; 
      ad_convsta<=1'b1;   
      ad_convstb<=1'b1;   
      i<=8'd0;   
      ad_ch1_o<=16'd0;
      ad_ch2_o<=16'd0;
      ad_ch3_o<=16'd0;
      ad_ch4_o<=16'd0;
      ad_ch5_o<=16'd0;
      ad_ch6_o<=16'd0;
      ad_ch7_o<=16'd0;
      ad_ch8_o<=16'd0;
      ad_data_valid_o <= 1'b0;
      ad_state<=8'd0; 
  end
  else if(ad_reset)
  begin
      ad_cs<=1'b1;
      ad_rd<=1'b1; 
      ad_convsta<=1'b1;   
      ad_convstb<=1'b1;   
      i<=8'd0;   
      ad_state<=8'd0; 
  end
  else        
  begin
    case(ad_state)
    8'd0: begin
        if(sample_en) ad_state <= 8'd1;
        else ad_state <= 8'd0;
    end
	8'd1: begin
        ad_cs<=1'b1;
        ad_rd<=1'b1; 
        ad_convsta<=1'b1;
        ad_convstb<=1'b1;
        ad_data_valid_o <= 1'b0;    
        ad_state <= 8'd2;
	end	  
	8'd2: begin
        if(i == 8'd5)            
        begin
            i<=8'd0;             
            ad_state<=8'd3;
        end
        else 
        begin    
            ad_state<=8'd2;      
            i<=i+1'b1;
        end
    end                
    8'd3: begin       
        if(i==8'd2)     
        begin                         
            i<=8'd0;             
            ad_convsta<=1'b1;
            ad_convstb<=1'b1;
            ad_state<=8'd4;                                          
        end
        else 
        begin
            i<=i+1'b1;
            ad_convsta<=1'b0;
            ad_convstb<=1'b0;                      
            ad_state<=8'd3;
        end
    end                
    8'd4: begin            
        if(i==8'd5) 
        begin                            
            i<=8'd0;
            ad_state<=8'd5;
        end
        else 
        begin
            i<=i+1'b1;
            ad_state<=8'd4;
        end
    end  
    8'd5: begin            
        if(!ad_busy) 
        begin                     
            ad_state<=8'd6;
        end
        else
            ad_state<=8'd5;
    end                 
    8'd6: begin 
        ad_cs<=1'b0;                               
        ad_rd<=1'b0;                       
        ad_state<=8'd7;  
     end    
    8'd7: begin            
        ad_state<=8'd8;
    end
    8'd8: begin  
        if(first_data)                       
            ad_state<=8'd9;
        else
            ad_state<=8'd8;    
     end
    8'd9: begin
        if(i==8'd1)
        begin 
            ad_rd<=1'b1;
            ad_ch1_o<=ad_data;                         
            i<=8'd0;
            ad_state<=8'd10;                 
        end
        else 
        begin  
            i<=i+1'b1;
            ad_state<=8'd9; 
        end
    end
    8'd10: begin
        if(i==8'd1)
        begin
            ad_rd<=1'b0;              
            i<=8'd0;
            ad_state<=8'd11;                 
        end
        else 
        begin  
            i<=i+1'b1;
            ad_state<=8'd10; 
        end
    end      
    8'd11: begin 
        if(i==8'd1)
        begin
            ad_rd<=1'b1;
            ad_ch2_o<=ad_data;                         
            i<=8'd0;
            ad_state<=8'd12;                 
        end
        else 
        begin
            i<=i+1'b1;
            ad_state<=8'd11;
        end
    end
    8'd12: begin 
        if(i==8'd1) 
         begin
             ad_rd<=1'b0;
             i<=8'd0;
             ad_state<=8'd13;                 
         end
         else 
         begin                           
             i<=i+1'b1;
             ad_state<=8'd12;  
         end
    end       
    8'd13: begin 
        if(i==8'd1)
        begin
            ad_rd<=1'b1;
            ad_ch3_o<=ad_data;                         
            i<=8'd0;
            ad_state<=8'd14;                 
        end
        else 
        begin    
            i<=i+1'b1;
            ad_state<=8'd13;
        end
    end
    8'd14: begin 
        if(i==8'd1)
        begin
            ad_rd<=1'b0;
            i<=8'd0;
            ad_state<=8'd15;                 
        end
        else 
        begin                                 
            i<=i+1'b1;
            ad_state<=8'd14;
        end
    end 
    8'd15: begin 
        if(i==8'd1) 
        begin
            ad_rd<=1'b1;
            ad_ch4_o<=ad_data;                         
            i<=8'd0;
            ad_state<=8'd16;                 
        end
        else 
        begin
            i<=i+1'b1;
            ad_state<=8'd15;
        end
    end
    8'd16: begin 
        if(i==8'd1) 
        begin
            ad_rd<=1'b0;
            i<=8'd0;
            ad_state<=8'd17;                 
        end
        else 
        begin                           
            i<=i+1'b1;
            ad_state<=8'd16; 
        end
    end   
    8'd17: begin 
        if(i==8'd1) 
        begin
            ad_rd<=1'b1;
            ad_ch5_o<=ad_data;                         
            i<=8'd0;
            ad_state<=8'd18;                 
        end
        else 
        begin
            i<=i+1'b1;
            ad_state<=8'd17;
        end
    end
    8'd18: begin 
        if(i==8'd1) 
        begin
            ad_rd<=1'b0;
            i<=8'd0;
            ad_state<=8'd19;                 
        end
        else 
        begin                            
            i<=i+1'b1;
            ad_state<=8'd18; 
        end
    end   
    8'd19: begin 
        if(i==8'd1) 
        begin
            ad_rd<=1'b1;
            ad_ch6_o<=ad_data;                         
            i<=8'd0;
            ad_state<=8'd20;                 
        end
        else
        begin
            i<=i+1'b1;
            ad_state<=8'd19;
        end
    end
    8'd20: begin 
        if(i==8'd1) 
        begin
            ad_rd<=1'b0;
            i<=8'd0;
            ad_state<=8'd21;                 
        end
        else
        begin                          
            i<=i+1'b1;
            ad_state<=8'd20;
        end
    end   
    8'd21: begin 
        if(i==8'd1) 
        begin
            ad_rd<=1'b1;
            ad_ch7_o<=ad_data;                         
            i<=8'd0;
            ad_state<=8'd22;                 
        end
        else
        begin
            i<=i+1'b1;
            ad_state<=8'd21;    
        end
    end
    8'd22: begin 
        if(i==8'd1) 
        begin 
            ad_rd<=1'b0;
            i<=8'd0;
            ad_state<=8'd23;                 
        end
        else
        begin                           
            i<=i+1'b1;
            ad_state<=8'd22;
        end
    end    
    8'd23: begin 
        if(i==8'd1) 
        begin
            ad_rd<=1'b1;
            ad_ch8_o<=ad_data;                         
            i<=8'd0;
            ad_state<=8'd24;                 
        end
        else 
        begin
            i<=i+1'b1;
            ad_state<=8'd23;    
        end
    end
    8'd24: begin 
        if(i==8'd1) 
        begin
            ad_data_valid_o <= 1'b1;
            ad_rd<=1'b1;                                           
            i<=8'd0;
            ad_state<=8'd25;                 
        end
        else 
        begin                   
            i<=i+1'b1;
            ad_state<=8'd24;    
        end
    end
    8'd25: begin                                  
        ad_rd<=1'b1;     
        ad_cs<=1'b1;
        ad_data_valid_o <= 1'b0;
        if(cnt5us == 16'd249)                      
           ad_state<=8'h1;
        else
           ad_state<=8'd25;
    end  
    default:    ad_state<=8'd0;
    endcase    
    end               
end          
endmodule
```
==> qor.csv <==
metric,value,unit
status,completed,
via_per_inst,5.83,
worst_path_largest_cell_delay,0.59,ns
postRouteAntennaNets,0,
cell_resize_tally_after_clock_tree_synthesis,0,
drv_cap,0,
netSwitchingFraction,25.0,%
utilization,56.6,%
die_w,163,µm
largest_register_ffs,26,
final_period_minus_worst_setup_slack,3.39,ns
flow.area_growth_from_synthesis,10.8,%
synth.yosys.warnings,0,
clock.latency.late_pin,0.42,ns
clk_transition_reported_paths,0.07,ns
cp_cell_sequence,clkdlybuf4s50_1 > nand2b_1 > nor2_2 > buf_12 > a22oi_1 > nand4_1 > clkdlybuf4s50_1,
post_cts_buffers,0,
drive_above_1_share,17.8,%
setup_violations,0,
fin_total_pwr,3.59,mW
worst_path_dominant_cell_family,buffers and inverters,
worst_pin_slew,0.795,ns
grt_pass1_vias,8997,
mostFrequentLayoutCell,dfxtp_1,
comb_power_share,5.4,%
cts_made_buffers,17,
cp-start-kind,input pin,
grt_start_max_net_pins,94,
antenna_cells_inserted,0,
avgSynthCellArea,10.5,µm²
cts.hold.buffers_added,0,
detail_route.wl_per_cell,20.8,µm
cp_num_buf_inv,3,
timing.final.crit_share,96.8,%
maxSlewHeadroom,47.0,%
buffer_ports.inserted,44,
grt_first_pass_wirelength,52200,µm
globalRouteOverflowTotal,0,
numPlacedInstances,1555,
pwr_density_cell,250,nW/µm²
cp_common_cell,clkdlybuf4s50_1,
vdd_ir_drop_max,285,µV
die.size.y,163,µm
crit_path_max_fanout,6,
clock-skew-final,0.000187,ns
cts.htree.levels,4,
final_max_slew_viol_count,0,
p_clk_share,51.8,%
final.hold.worst_slack,0.493,ns
number_of_register_pins_that_no_clock_reaches,193,
untimed_endpoints,200,
warning_count,48,
grt_setup_unrepaired,false,
cp-end-kind,output pin,
switching_power,0.896,mW
setup.worst_path.class,in2out,
maxClockFrequency,295,MHz
instance_count_of_the_mapped_netlist,1233,
post-route-drc-count,0,
critical-path-slowest-cell,clkdlybuf4s50_1,
total_leakage_power,5.38,nW
io_pins,69,
p_seq_share,42.9,%
dpl.hpwl,19900,µm
layout.cells.non_filler,1587,
clock_root_buffer,clkbuf_16,
tritoncts,done,
max-clock-path-buffers,2,
drt-total-wl,33000,µm
final_wtd_congestion,0.820,
vias,9246,
worstHoldPathType,reg2reg,
grtUsageTotal,27.4,%
chip_area,26500,µm²
drt_first_pass_iters,5,
critical_path_required,2.80,ns
netlist_area,12900,µm²
grt_antenna_before_repair,1,
drc_marker_count_from_the_first_detailed_route_iteration,589,
fp_util,51.1,%
p_int,2.69,mW
timing.critical_path.arrival,2.69,ns
top_register,area_ad7606_ctrl.ad_state,
core,25300,µm²
fin_setup_tns,0,ns
hold_fails_final_rpt,0,
most_common_logic_cells_in_the_final_layout,"182 x dfxtp_1, 152 x nand2_1, 144 x nand3_1",
std_cell_rows,58,
[per-stage QoR]
stage	instance area, µm²	worst slack, ns
global placement	13700	0.0654
finish	14300	0.111
CTS	14300	0.0404
global route	14300	0.0376
detailed placement	13700	0.0689
floorplan	13000	0.555
[layer usage]
| layer | track usage, % | share of wire, % | vias up |
|---|---|---|---|
| li1 | - | - | 4342 |
| met1 | 44.5 | 46 | 4663 |
| met2 | 41.9 | 47 | 216 |
| met3 | 4.91 | 6.0 | 23 |
| met4 | 2.63 | 1.2 | 2 |
| met5 | 0 | 0.051 | - |
[cell type report]
| type | instances | area, µm² |
|---|---|---|
| timing repair buffer | 83 | 831 |
| multi-input combinational | 803 | 5150 |
| fill | 2178 | 11000 |
| clock buffer | 18 | 439 |
| inverter | 13 | 52.6 |
| clock inverter | 14 | 164 |
| sequential | 326 | 7300 |
| tap | 330 | 413 |
[power groups by stage]
stage	sequential (mW)	combinational, mW	clock (mW)
after global routing	1.54	0.209	1.95
after CTS	1.54	0.196	1.89
final	1.54	0.193	1.86
[path summary, 6_finish.rpt]
kind	start	endpoint	slack [ns]	cells past startpoint
worst max-delay path	apb_PADDR[2]	apb_PRDATA[11]	0.11	7
worst min-delay path	area_ad7606_ctrl.clk_dvidecnt[0]	area_ad7606_ctrl.clk_dvidecnt[0]	0.49	1
worst max register to register	area_ad7606_ctrl.clk_out	area_ad7606_ctrl.clk_out	2.28	1
worst min register to register	area_ad7606_ctrl.clk_dvidecnt[0]	area_ad7606_ctrl.clk_dvidecnt[0]	0.49	1
max in group asynchronous	reset	area_data_temp_3[12]	2.46	3
min in group asynchronous	reset	area_data_temp_8[4]	0.56	3
